## /design/flow/run.sh

```bash
#!/bin/bash
# OpenROAD 26Q1-2900-gdf79404cd8, Yosys 0.63+post, stock flow scripts
make -C /OpenROAD-flow-scripts/flow DESIGN_CONFIG=/design/flow/config.mk WORK_HOME=/design/flow/orfs finish
```

## /design/flow/config.mk

```make
export PLATFORM = sky130hd
export DESIGN_NAME = top_module
export DESIGN_NICKNAME = top_module
export VERILOG_FILES = /design/flow/design.v
export SDC_FILE = /design/flow/constraint.sdc
export NUM_CORES = 4
export LEC_CHECK = 1
export CORE_UTILIZATION = 40
```

## /design/flow/constraint.sdc

```tcl
current_design top_module

set clk_period 5.1
set clk_io_pct 0.2

create_clock -name clk0 -period $clk_period [get_ports {CLK100MHZ}]

set non_clock_inputs [all_inputs -no_clocks]
set_input_delay [expr $clk_period * $clk_io_pct] -clock clk0 $non_clock_inputs
set_output_delay [expr $clk_period * $clk_io_pct] -clock clk0 [all_outputs]
```

## /design/flow/design.v

```verilog
`timescale 1ns / 1ps
module delta_sigma_modulation(
    input wire [9:0] input_sig
    , input wire reset
    , input wire clk
	, output reg out_sig
    );
    parameter max_tap = 11'd1023;
	parameter tap_threash = 511; 
	parameter clk_div = 100; 
	parameter STATE_UPDATE_Y_CURRENT = 2'd0;
	parameter STATE_UPDATE_PDM_OUT = 2'd1;
	parameter STATE_UPDATE_OUT_SIG = 2'd2;
	parameter STATE_UPDATE_OTHER = 2'd3;
	reg [27:0]counter_tapup; 
	reg signed [11:0] y_current;
	reg signed [11:0] y_previous;
	reg signed [11:0] pdm_out_current;
	reg signed [11:0] pdm_out_previous;
	reg [1:0] state;
	reg signed [11:0] input_sig_buf;
	always @ (posedge clk) begin
		if(reset == 0) begin
			input_sig_buf <= 0;
		end else begin
			input_sig_buf <= input_sig[9:0];
		end
	end
    always @ (posedge clk) begin
		if(reset == 0) begin
			out_sig <= 0;
			counter_tapup <= 28'b0;
			y_current <= 12'b0;
			y_previous <= 12'b0;
			pdm_out_current <= 12'b0;
			pdm_out_previous <= 12'b0;
			state <= STATE_UPDATE_Y_CURRENT;
		end else begin
			if(counter_tapup == clk_div) begin
				if(state == STATE_UPDATE_Y_CURRENT) begin
					y_current <= input_sig_buf  - pdm_out_previous + y_previous ;
					state <= STATE_UPDATE_PDM_OUT;
				end else if(state == STATE_UPDATE_PDM_OUT) begin
					if(y_current > tap_threash) begin
						pdm_out_current <= max_tap;
					end else begin
						pdm_out_current <= 12'b0;
					end
					state <= STATE_UPDATE_OUT_SIG;
				end else if(state == STATE_UPDATE_OUT_SIG) begin
					if(pdm_out_current == max_tap) begin
						out_sig <= 1'b1;
					end else begin
						out_sig <= 1'b0;
					end
					state <= STATE_UPDATE_OTHER;
				end else if(state == STATE_UPDATE_OTHER) begin
					y_previous <= y_current;
					pdm_out_previous <= pdm_out_current;
					counter_tapup <= 28'b0;
					state <= STATE_UPDATE_Y_CURRENT;
				end
			end else begin
				counter_tapup <= counter_tapup + 28'b1;
			end
		end
	end
endmodule
`timescale 1ns / 1ps
module top_module(
    input wire ck_rst
    , input wire CLK100MHZ
	, output wire out_sig
    );
	wire [9:0] wave_signal;
	wave_generator wave_generator(.out_wave(wave_signal)
								, .reset(ck_rst)
								, .clk(CLK100MHZ));
	delta_sigma_modulation delta_sigma_modulation(.input_sig(wave_signal)
												, .reset(ck_rst)
												, .clk(CLK100MHZ)
												, .out_sig(out_sig));		
endmodule
`timescale 1ns / 1ps
module wave_generator(
    output reg [9:0] out_wave
    , input wire reset
    , input wire clk
    );
    parameter max_tap = 10'd1023;
	parameter count_of_1sec = 10000000; 
	parameter count_limit_of_tapup = count_of_1sec/max_tap;
	reg [27:0]counter_tapup; 
    always @ (posedge clk) begin
		if(reset == 0) begin
			out_wave <= 0;
			counter_tapup <= 28'b0;
		end else begin
			if(out_wave == max_tap) begin
			end else begin
				if(counter_tapup == count_limit_of_tapup) begin
					counter_tapup <= 28'b0;
					out_wave <= out_wave + 10'b1;
				end else begin
					counter_tapup <= counter_tapup + 28'b1;
				end
			end
		end
	end
endmodule
```

==> design notes <==
Period utilization: 0.589. The synthesis report lists the most area-consuming cells as sky130_fd_sc_hd__dfxtp_1, sky130_fd_sc_hd__a21oi_1, sky130_fd_sc_hd__nor2_1. The slowest library cell on the worst path is sky130_fd_sc_hd__dfxtp_1. The type of the worst setup path was flip-flop to flip-flop. The number of placed instances, taps included, is 791.

The total leakage power came out at 2.19 nW. The post-CTS setup-driven buffer insertion count is 0. Worst-path maximum fanout: 11. The clock passes through at most 2 buffers. Worst slew margin relative to its limit: 0.560. For the worst flop-to-flop path, the logic depth is 8. The final sum of negative setup slack is 0 ns.

The routed layout reports a DRC error count of 0. The worst hold path was traced through 2 stages. The tools report the register-to-register setup slack as 2.10 ns. The buffer-and-inverter tally for the worst setup path works out to 1.

TritonCTS built the clock tree. With the clock latency reported for the late side of the worst-skew pair at 0.34 ns, the horizontal extent of the die is 118 microns. The logs give 0.395 for the proportion of synthesized chip area in sequential cells and 628 for the instance count of the mapped netlist. The run gives 2.06 ns as the worst slack after detailed placement.

The logic depth of the worst path, buffers included is 8. For the first-pass GRT wire length, the log shows 17800 microns. The worst setup path is captured at a flip-flop. The largest total area in the synthesized netlist belongs to sky130_fd_sc_hd__dfxtp_1. Classification of the worst-slack hold path: flip-flop to flip-flop. For the sink count of the clock tree, the log shows 107. The run gives 0.00542 sq mm as the yosys synthesis chip area. The total grt overflow was 0; the number of clock buffers inserted by TritonCTS was 9. STA lists the startpoint of the worst register-to-register path as delta_sigma_modulation.pdm_out_previous[8]. Compared with the post-synthesis result, the final layout area differs by 9.14%. The count of placed standard cells in the final layout, fillers left out is 807, and the y dimension of the die is 118 microns.

The tools report the number of DRC markers in iteration 0 as 220. Counting flops with a built-in enable in the synthesized netlist gives 0. Dividing the detail-routed via count by the number of cells gives 5.19. STA classifies the critical path startpoint as a flip-flop. The boundary pin count was 3; the power density normalized to cell area was 267 mW/mm^2. The logs give 0 for the number of antenna diodes and 10200 microns for the wire length after detailed routing. The cell sequence reported for the critical path is fa_1, inv_1, ha_1, a211o_1, a21oi_1, a211oi_1, or4_1, o211ai_1. Once the clock tree was built, the resizer swapped 0 gates to a different size. STA lists the endpoint of the worst register-to-register path as delta_sigma_modulation.y_current[11]. The floorplan core density was 0.409; the worst clock skew was 0.0108 ns. The run gives 1284 for the number of filler instances in the final layout. The remaining antenna violation count after routing is 0, and the final tally of max-slew violations is 0.

After synthesis the cells add up to 0.00542 sq mm. The routed layout has 4186 vias. The fraction of layout cells with a size suffix above 1 was 0.0539; the total die size was 0.0140 sq mm. The report lists the number of standard-cell rows as 42. The total number of warnings across the stage logs works out to 26.

At the pin with the least slew margin, the transition time is 0.658 ns. The run gives 7010 microns for the HPWL after detailed placement. Among cell families on the critical path, the largest total delay comes from AND-OR/OR-AND gates. The critical path's largest stage delay was 0.74 ns. The synthesized flop and latch total came out at 107. With the count of port buffers added during placement at 2, the post-CTS clock slew at the launch and capture registers of the worst setup and hold paths is 0.07 ns.

Entering global routing, the biggest net connects 50 pins. For this run, the detailed router's first-pass iteration total came to 4. The tree is rooted in a sky130_fd_sc_hd__clkbuf_16. Hold path startpoint: delta_sigma_modulation.y_current[8]. The worst path needs 3.00 ns of the cycle, external delays included. Data on the critical path is required at its endpoint by 5.37 ns.

The worst hold path terminates at delta_sigma_modulation.y_current[8]. The run gives 12.6 microns for the detail-routed net length per standard cell. Setup repair after global routing left no endpoint under its margin. Per the post-synthesis stats, the area per cell is 8.63 sq um.

For reference, the final report shows the hold violation count at 0. The logs give 3 for the depth of the CTS H-tree and 0 for the setup-violating endpoint count in the final report. For the yosys stat cell total, the log shows 628.

The run gives 0.865 as the global placement routability congestion. In the synthesized netlist the dominant register cell turns out to be sky130_fd_sc_hd__dfxtp_1. The async set-reset flop share out of synthesis was 0.

The run gives 0 for the number of violations of the max-capacitance limit. Once routing completed, OpenROAD measured the worst setup slack at 2.10 ns. The flow ran to the end, and the final reports show no timing, DRC or antenna violations. The report puts the hold buffer count at CTS at 0. The run gives 3850 as the number of global-route vias before repair. The initial antenna violation count came out at 0. With the maximum achievable frequency at 333 MHz, the Yosys warning count is 2. The fraction of synthesized cell area taken by the top area cell type is 0.395, and the area of the core is 0.0132 sq mm. The run gives 0.155 for the aggregate global-route resource usage. The logs give 3.27 ns for the critical path data arrival time and 57 for the distinct cell type count of the synthesized netlist. The tools report the worst vdd rail ir drop as 0.160 mV.
## cells by family after synthesis
group / share of synthesized area
adders and majority gates: 0.0738
and+or+nand+nor: 0.246
AOI/OAI and AO/OA: 0.142
xor gates and xnor gates: 0.0549
DFF: 0.395
muxes: 0.0337
buffers and inverters: 0.0547
## cells in the mapped netlist, drive strengths merged (2+ instances only)
cell      n
nor4bb    2
nand2    39
o21ai    17
xor2     12
ha       16
fa       10
nand3    26
mux2      2
and2     14
nand4    17
a31oi     4
a211oi    5
nor3     14
dfxtp   107
o21a      3
nor4b     4
o211a     2
nor2     63
buf       9
nand3b    2
a21oi    53
a31o      3
o311ai    3
mux2i    16
nor4     14
inv      55
a2111o    2
and4      8
xnor2    22
a21o      8
nand2b    2
clkbuf   12
or3      15
or4       5
and3     17
o211ai    6
o22a      7
o31ai     3
## per-stage QoR
stage          area, sq um  hold WS (ns)  utilization  total power [W]
6_report              5920         0.459        0.447          0.00158
5_1_grt               5920         0.474        0.447          0.00164
4_1_cts               5920         0.462        0.447          0.00161
3_5_place_dp          5620         0.450        0.424         0.000901
3_3_place_gp          5620         0.443        0.424         0.000899
2_1_floorplan         5420         0.432            -         0.000891
## worst min-delay path, stage by stage, from the launching register on
cell	delay, ns
sky130_fd_sc_hd__dfxtp_1	0.32
sky130_fd_sc_hd__nand2_1	0.05
sky130_fd_sc_hd__a21oi_1	0.05
## registers in the layout, indices dropped and copies added, names as in the netlist
name / cells
delta_sigma_modulation.out_sig: 1
delta_sigma_modulation.y_previous: 12
delta_sigma_modulation.input_sig_buf: 10
delta_sigma_modulation.pdm_out_previous: 1
delta_sigma_modulation.state: 4
delta_sigma_modulation.pdm_out_current: 1
delta_sigma_modulation.y_current: 12
delta_sigma_modulation.counter_tapup: 28
wave_generator.out_wave: 10
wave_generator.counter_tapup: 28
## area by class of cell
type                       instances  area [sq um]  area share
tap                              176           220      0.0372
timing repair buffer               8          65.1      0.0110
sequential                       107          2140       0.362
inverter                          55           206      0.0349
multi-input combinational        445          2980       0.504
clock buffer                       9           225      0.0381
clock inverter                     7          75.1      0.0127
## where the power goes
| part | switching (W) | internal, W |
|---|---|---|
| sequential | 0.00000420 | 0.000839 |
| clock | 0.000314 | 0.000384 |
| combinational | 0.0000252 | 0.0000126 |
| total | 0.000344 | 0.00124 |
## worst max-delay path by stage
stage | end | slack (ns) | startpoint
4_1_cts | delta_sigma_modulation.y_current[11] | 2.06 | delta_sigma_modulation.pdm_out_previous[8]
5_1_grt | delta_sigma_modulation.y_current[11] | 1.86 | delta_sigma_modulation.pdm_out_previous[8]
6_report | delta_sigma_modulation.y_current[11] | 2.10 | delta_sigma_modulation.pdm_out_previous[8]
## metal layers
| layer | up-vias | track usage | share of wire |
|---|---|---|---|
| li1 | 2212 | - | - |
| met1 | 1913 | 0.246 | 0.52 |
| met2 | 55 | 0.233 | 0.43 |
| met3 | 6 | 0.0256 | 0.037 |
| met4 | 0 | 0.0206 | 0.0071 |
| met5 | - | 0 | 0 |
## placed cells by master, fill, tap and decap left out, drive strengths merged, types with 15 or more instances in the layout
cell type  Yosys  final
inv           55     57
dfxtp        107    107
a21oi         53     53
nand4         17     17
ha            16     16
xnor2         22     22
and3          17     17
or3           15     15
nand3         26     26
nand2         39     39
mux2i         16     16
nor2          63     63
o21ai         17     17
No activity file was given, so power comes from the tool's default toggle rates.
